<file path="flow/config.mk">
export PLATFORM = sky130hd
export DESIGN_NAME = debouncer
export DESIGN_NICKNAME = debouncer
export VERILOG_FILES = /design/flow/design.v
export SDC_FILE = /design/flow/constraint.sdc
export NUM_CORES = 4
export LEC_CHECK = 1
export CORE_AREA = 10 10 70 70
export DIE_AREA = 0 0 80 80
</file>
<file path="flow/constraint.sdc">
current_design debouncer

set clk_period 1.2
set clk_io_pct 0.2

create_clock -name clk0 -period $clk_period [get_ports {CLK}]

set non_clock_inputs [all_inputs -no_clocks]
set_input_delay [expr $clk_period * $clk_io_pct] -clock clk0 $non_clock_inputs
set_output_delay [expr $clk_period * $clk_io_pct] -clock clk0 [all_outputs]
</file>
<file path="flow/design.v">
module debouncer (
    input CLK,
    input NRST,
    input CLK_EN,
    input key_in,
    output key_out
);
reg [14:0] data_out = 15'd0;
always @ (posedge CLK) begin
    if (!NRST)
        data_out <= 15'd0;
    else if (CLK_EN)
        data_out <= {data_out[13:0], key_in};  
end
assign key_out = (&data_out[14:0]);
endmodule
</file>
<file path="flow/run.sh">
#!/bin/bash
# OpenROAD 26Q1-2900-gdf79404cd8, Yosys 0.63+post, stock flow scripts
make -C /OpenROAD-flow-scripts/flow DESIGN_CONFIG=/design/flow/config.mk WORK_HOME=/design/flow/orfs finish
</file>
==> flow_summary.ini <==
; implementation run metrics
[outcome]
outcome = complete, but fails checks
violations = negative setup slack

[timing]
finalSetupViolCount = 1
fin_ws_ps = -173
slew_violations = 0
max_freq_mhz = 728
min_period_over_period_pct = 114
period_minus_slack_ps = 1370
tightest_slew_ps = 215
slew_headroom_pct = 85.5
fin_setup_tns_ps = -173
grt_setup_unrepaired = true
hold_viol_final = 0
skew_ps = 2.93

[detailed_routing]
wl_per_cell_um = 9.09
via_count = 418
drt_pass1_iterations = 3
ant_nets = 0
routed_wl_mm = 1.08
vias_per_cell = 3.51
drt_iter0_drc = 13
drc = 0
antennaDiodeCount = 0

[cts]
path_clk_slew_ps = 90
htree_levels = 1
clock-sinks = 15
cts_tree = yes
root_buffer = clkbuf_4
cts-hold-fix-buffers = 0
cts_buffers = 3
clock_latency_ps = 280
cts_buffer_depth = 2

[synthesis]
synth.distinct_cells = 9
ys_seq_share_pct = 49.3
yosysWarningCount = 1
synth-main-ff-cell = dfxtp_1
synthTopCellsByCount = dfxtp_1, mux2i_1, nor2b_1
syn_area_um2 = 609
yosys-stat-area_um2 = 609
ys_cells = 53
area_leaders = dfxtp_1, mux2i_1, nor2b_1
ys_ff = 15
async_flop_share_pct = 0
synth_top_area_share_pct = 49.3
yosysTopAreaCell = dfxtp_1
synth.avg_cell_area_um2 = 11.5
syn_inst = 53
edf_count = 0

[placement]
io_buffers = 4
gp_congestion = 0.757
dp_hpwl_um = 766
dpl_worst_slack_ps = -319

[floorplanning]
pin_count = 5
die_y_um = 80
die_area_um2 = 6400
coreArea_um2 = 3420
rows = 21
die_w_um = 80
fp_util_pct = 17.8

[power]
p_per_area_nw_per_um2 = 1010
total_power_w = 0.000847
leakage_nw = 0.345
ir_worst_vdd_uv = 698

[critical_path]
crit_required_ps = 960
cp-end-kind = primary output
crit_type = flop to primary output
critPathLaunchType = flop
path_max_fanout = 2
cp.arrival_ps = 1130

[flow_run]
cap_violations = 0
tool_warnings = 27

[final_layout]
reg.largest.list = data_out: 15 flops
regMostFlops = data_out
largest_register_ffs = 15
final_core_util_pct = 24.6
drive_gt1_share_pct = 41.1
area_growth_pct = 38.0

[grt]
grt_usage_pct = 3.65
grt_max_degree = 16
antenna_found_initial = 0
overflow = 0
first_global_vias = 425
grt_pass1_wl_mm = 1.92

[worst_hold_path]
hold_path.class = flop to flop
## layer usage
layer  up-vias  wire, um  global-route usage, %
met5         -         0                      0
met4         0         0                  0.176
met3         0        54                   1.59
met2         9       409                   4.98
met1       189       617                   5.40
li1        220         -                      -
## cells by family after synthesis
family / Yosys count / share of synthesized area [%]
mux: 15 / 24.6
flops: 15 / 49.3
simple gates: 20 / 20.3
buf+inv: 3 / 5.75
## layout make-up
| cell class | instances | area [um2] |
|---|---|---|
| Clock buffer | 3 | 22.5 |
| Tap cell | 46 | 57.6 |
| Sequential cell | 15 | 310 |
| Clock inverter | 1 | 5.00 |
| Fill cell | 371 | 2570 |
| Multi-Input combinational cell | 35 | 285 |
| Timing Repair Buffer | 19 | 160 |
## cells in the final DEF, fill, tap and decap left out
cell and count:
nand3_2 1, nor2b_1 15, clkbuf_4 3, mux2i_1 15, clkinv_2 1, buf_4 14, dfxtp_2 8, nor4_2 1
nand4_1 3, buf_12 1, clkdlybuf4s50_1 3, dfxtp_1 7, buf_2 1
## metrics by stage
step	std cells	hold slack, ps	area [um2]
finish	119	538	841
global route	119	591	841
CTS	119	541	841
detailed placement	114	520	790
global placement	114	502	790
floorplan	53	368	609
## report_power, final
| part | internal, W | switching [W] |
|---|---|---|
| clock | 0.000124 | 0.000154 |
| combinational | 0.0000402 | 0.0000245 |
| sequential | 0.000502 | 0.00000256 |
## final timing paths
check / to / start / cells past startpoint / slack (ps)
setup / recovery: key_out / data_out[11] / 3 / -170
hold / removal: data_out[14] / data_out[14] / 2 / 540
setup reg to reg: data_out[6] / data_out[5] / 3 / 450
hold reg to reg: data_out[14] / data_out[14] / 2 / 540
## worst max-delay path, cell delays in order (launching register included)
cell and delay (ps):
dfxtp_2 340, nand4_1 110, nor4_2 270, buf_2 140
## repair_timing
action                     CTS  global route
pin swaps                    2             0
setup buffers                1             0
setup endpoints to repair    1             1
hold endpoints to repair     0             0
resized                     13             0
